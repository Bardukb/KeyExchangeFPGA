## flow/config.mk

```make
export PLATFORM = sky130hd
export DESIGN_NAME = HLSM
export DESIGN_NICKNAME = HLSM
export VERILOG_FILES = /design/flow/design.v
export SDC_FILE = /design/flow/constraint.sdc
export NUM_CORES = 4
export LEC_CHECK = 1
export CORE_AREA = 10 10 77 77
export DIE_AREA = 0 0 87 87
```

## flow/constraint.sdc

```tcl
current_design HLSM

set clk_period 2.2
set clk_io_pct 0.2

create_clock -name clk0 -period $clk_period [get_ports {CLK}]

set non_clock_inputs [all_inputs -no_clocks]
set_input_delay [expr $clk_period * $clk_io_pct] -clock clk0 $non_clock_inputs
set_output_delay [expr $clk_period * $clk_io_pct] -clock clk0 [all_outputs]
```

## flow/design.v

```verilog
module exp(output reg [29:0] c, input [3:0] a, input [3:0] b);
always@( c, a, b )
begin
        case(b)
        4'b0000:
                case(a)
                        1: c = 1**0;  
                        2: c = 2**0;  
                        3: c = 3**0;  
                        4: c = 4**0;  
                        5: c = 5**0;  
                        6: c = 6**0;  
                        7: c = 7**0;  
                        8: c = 8**0;  
                        9: c = 9**0;  
                        default: c = 0;
                endcase
        4'b0001:
                case(a)
                        1: c = 1**1;  
                        2: c = 2**1;  
                        3: c = 3**1;  
                        4: c = 4**1;  
                        5: c = 5**1;  
                        6: c = 6**1;  
                        7: c = 7**1;  
                        8: c = 8**1;  
                        9: c = 9**1;  
                        default: c = 0;
                endcase
                4'b0010:
                case(a)
                        1: c = 1**2;  
                        2: c = 2**2;  
                        3: c = 3**2;  
                        4: c = 4**2;  
                        5: c = 5**2;  
                        6: c = 6**2;  
                        7: c = 7**2;  
                        8: c = 8**2;  
                        9: c = 9**2;  
                        default: c = 0;
                endcase
                4'b0011:
                case(a)
                        1: c = 1**0;  
                        2: c = 2**3;  
                        3: c = 3**3;  
                        4: c = 4**3;  
                        5: c = 5**3;  
                        6: c = 6**3;  
                        7: c = 7**3;  
                        8: c = 8**3;  
                        9: c = 9**3;  
                        default: c = 0;
                endcase
                4'b0100:
                case(a)
                        1: c = 1**0;  
                        2: c = 2**4;  
                        3: c = 3**4;  
                        4: c = 4**4;  
                        5: c = 5**4;  
                        6: c = 6**4;  
                        7: c = 7**4;  
                        8: c = 8**4;  
                        9: c = 9**4;  
                        default: c = 0;
                endcase
                4'b0101:
                case(a)
                        1: c = 1**5;  
                        2: c = 2**5;  
                        3: c = 3**5;  
                        4: c = 4**5;  
                        5: c = 5**5;  
                        6: c = 6**5;  
                        7: c = 7**5;  
                        8: c = 8**5;  
                        9: c = 9**5;  
                        default: c = 0;
                endcase
                4'b0110:
                case(a)
                        1: c = 1**6;  
                        2: c = 2**6;  
                        3: c = 3**6;  
                        4: c = 4**6;  
                        5: c = 5**6;  
                        6: c = 6**6;  
                        7: c = 7**6;  
                        8: c = 8**6;  
                        9: c = 9**6;  
                        default: c = 0;
                endcase
                4'b0111:
                case(a)
                        1: c = 1**7;  
                        2: c = 2**7;  
                        3: c = 3**7;  
                        4: c = 4**7;  
                        5: c = 5**7;  
                        6: c = 6**7;  
                        7: c = 7**7;  
                        8: c = 8**7;  
                        9: c = 9**7;  
                        default: c = 0;
                endcase
                4'b1000:
                case(a)
                        1: c = 1**8;  
                        2: c = 2**8;  
                        3: c = 3**8;  
                        4: c = 4**8;  
                        5: c = 5**8;  
                        6: c = 6**8;  
                        7: c = 7**8;  
                        8: c = 8**8;  
                        9: c = 9**8;  
                        default: c = 0;
                endcase
                4'b1001:
                case(a)
                        1: c = 1**9;  
                        2: c = 2**9;  
                        3: c = 3**9;  
                        4: c = 4**9;  
                        5: c = 5**9;  
                        6: c = 6**9;  
                        7: c = 7**9;  
                        8: c = 8**9;  
                        9: c = 9**9;  
                        default: c = 0;
                endcase
                                default: c = 0;
        endcase
end
endmodule
module HLSM(input CLK, input [7:0] LED, output wire [3:0] out, output wire [4:0] out2);
reg [3:0] P1Reg;  
reg [3:0] S1Reg;  
reg [3:0] S2Reg;  
reg [3:0] I;  
reg [28:0] Reg1;  
reg [28:0] Reg2;  
reg [3:0] outreg;
reg [3:0] inex1;
reg [3:0] inex2;
reg [3:0] finalSec1;
reg [3:0] finalSec2;
reg [3:0] state = 0;
reg [3:0] nextstate = 0;
wire [3:0] exp1out;
exp exp1(exp1out, inex1, inex2);
always@(LED)
case(LED)
8'b01000101: I = 4'b0000;  
8'b00010110: I = 4'b0001;  
8'b00011110: I = 4'b0010;  
8'b00100110: I = 4'b0011;  
8'b00100101: I = 4'b0100;  
8'b00101110: I = 4'b0101;  
8'b00110110: I = 4'b0110;  
8'b00111101: I = 4'b0111;  
8'b00111110: I = 4'b1000;  
8'b01000110: I = 4'b1001;  
8'b00011100: I = 4'b1010;  
8'b00110010: I = 4'b1011;  
8'b00100001: I = 4'b1100;  
8'b00100011: I = 4'b1101;  
8'b00100100: I = 4'b1110;  
8'b00101011: I = 4'b1111;  
default: I = 4'bxxxx;      
endcase
always@(posedge CLK)
state <= nextstate;
always@(I, state)
case(state)
5'b00000:nextstate = 5'b00001;
5'b00001:if(I == 4'b1011) nextstate = 5'b00010;
			else nextstate = 5'b00001; 
5'b00010:if(I == 4'b1111) nextstate = 5'b00011; 
			else nextstate = 5'b00010;
5'b00011:if(I == 4'b1010) nextstate = 5'b00100; 
         else nextstate = 5'b00011;
5'b00100:if(I == 4'b1011) nextstate = 5'b00101; 
         else nextstate = 5'b00100;
5'b00101:nextstate = 5'b00110;
5'b00110:nextstate = 5'b00111;
5'b00111:nextstate = 5'b01000;
5'b01000:nextstate = 5'b01001;
5'b01001:nextstate = 5'b01010;  
5'b01010:nextstate = 5'b01011;  
5'b01011:nextstate = 5'b01100;  
5'b01100:nextstate = 5'b01101;  
5'b01101:nextstate = 5'b01111;  
5'b01111:if(I == 4'b1011) nextstate = 5'b10000;  
         else nextstate = 5'b01111;
5'b10000:if(I == 4'b1010) nextstate = 5'b01111;  
         else nextstate = 5'b10000;
default:nextstate = 5'b00000;
endcase
always@(state, I)
case(state)
5'b00000:
	begin 
		P1Reg = 0; 
		S1Reg = 0; 
		S2Reg = 0;  
		Reg1 = 0; 
		Reg2 = 0; 
		inex1 = 0; 
		inex2 = 0; 
		finalSec1 = 0; 
		finalSec2 = 0;
	end 
5'b00010:
	begin
		if(I < 4'b1010 && I != 0) 
			P1Reg = I;
		else
			P1Reg = P1Reg;
	end
5'b00100: 
	begin
		if (I < 4'b1010 && I != 0 )
		S1Reg = I;
		else
		S1Reg = S1Reg;
	end
5'b00101:
	begin
		if (I < 4'b1010 && I != 0 )
		S2Reg = I;
		else
		S2Reg = S2Reg;
	end
5'b00110:
	begin
		inex1 = P1Reg;
		inex2 = S1Reg;
		Reg1 = exp1out;
	end	
5'b00111: Reg1 = Reg1 % 8;
5'b01000:
	begin
		inex1 = P1Reg;
		inex2 = S2Reg;
		Reg2 = exp1out;
	end 		       
5'b01001: Reg2 = Reg2 % 8;
5'b01010: begin
		inex1 = Reg2;
		inex2 = S1Reg;
		finalSec1 = exp1out;
	end
5'b01011: finalSec1 = finalSec1 % 8;
5'b01100: begin
		inex1 = Reg1;
		inex2 = S1Reg;
		finalSec2 = exp1out;
	end
5'b01101: finalSec2 = finalSec2 % 8;
5'b01111: outreg = finalSec1;
5'b10000: outreg = finalSec2;
default: ;
endcase
assign out =  S1Reg;
assign out2 = state;
endmodule
```

## flow/run.sh

```bash
#!/bin/bash
# OpenROAD 26Q1-2900-gdf79404cd8, Yosys 0.63+post, stock flow scripts
make -C /OpenROAD-flow-scripts/flow DESIGN_CONFIG=/design/flow/config.mk WORK_HOME=/design/flow/orfs finish
```

==> run summary <==
Worst Clk Skew = 1.44 ps
register pins left without a clock = 4
Synth Cell Area = 777 um2
top cells, area = dfxtp_1 (10%), dlxtn_1 (7.7%), a21oi_1 (4.5%)
H-tree depth = 1
internal power = 442 uW
Post-synth EDFFs = 0
Logic pwr share = 0.500
setup TNS = 0 ps
final core occ = 0.299
crit end category = flop
Mapped Cells = 107
share of post-route cells with drive strength above 1 = 0.310
fmax = 475 MHz
peak supply drop = 0.000163 V
Floorplan Utilization = 0.178
routability congestion estimate = 0.888
Worst Path Required = 2280 ps
Antenna Cells = 0
pre-CTS setup slack = -305 ps
TritonCTS clock tree = built
Chip Area = 7570 um2
synth warn = 3
Port Buffers = 16
first-pass GRT wire length = 3970 um
Worst Path Arrival = 2190 ps
I/O pins = 18
Flop pwr share = 0.283
endpoints failing setup = 0
Power, Total = 699 uW
number of library cell types mapped by synthesis = 49
Clk pwr share = 0.217
#FFs+latches synth = 8
clk latency late pin = 210 ps
Setup WS post-layout = 93.2 ps
core area = 4350 um2
DRT iter0 DRCs = 67
Finished Cell Area = 1300 um2
largest net degree at the start of global routing = 14
Tmin final = 2110 ps
switch share = 0.367
Crit Path Max Fanout = 3
Synth top cells by count = clkbuf_1 (8), a21oi_1 (7), nand2_1 (6), nor2_1 (6), o21ai_0 (6)
clock tree buffer depth = 2
Sw Pwr = 257 uW
Synth Area per Inst = 7.26 um2
initial antenna violation count = 0
Layout Cells excl Fill = 197
Hold Path Class = reg2reg
Root Buffer = clkbuf_8
CTS Hold Bufs = 0
Placed Area = 1160 um2
detailed-route wire length per cell = 12.4 um
leading area contributor after synthesis = dfxtp_1
routed vias/inst = 4.79
area reported by Yosys stat = 777 um2
Clock transition at path regs = 30 ps
Post-DRT Antenna Nets = 0
vias in the first global route = 885
cts bufs inserted = 3
Leak Pwr = 0.507 nW
Die Y = 87 um
cell with the most instances after synthesis = clkbuf_1
# Cells Yosys = 107
Main synth FF type = dlxtn_1
Slew Viols, Final = 0
total grt overflow = 0
reg2reg setup slack = 620 ps
endpoints left unconstrained = 8
Top-area cell share = 0.103
Setup CP Type = in2reg
Global Route Usage Sum = 0.0601
tool warnings = 25
DPL Wire Length = 1870 um
Die Span X = 87 um
# rows = 24
vias post-DR = 943
Placed Cells = 192
crit start category = primary input
power density cells = 538 nW/um2
async set or reset register ratio after synthesis = 0
Hold Vio Cnt, Final = 0
Area Overhead vs Synth = 67.3%
final wirelength = 2440 um
outcome = finished clean
Pre-antenna DRT Iters = 4
drt drc = 0
Period Utilization, post-route = 0.958
Max Cap Viol = 0
WHS = 665 ps
what timing repair did:
item | 4_1_cts | 5_1_grt
buffers inserted | 0 | 2
resized | 1 | 16
endpoints found under the setup margin | 1 | 1
pin swaps | 2 | 5
hold endpoints to repair | 0 | 0
worst max-delay path, cell delays in order:
cell	delay [ps]
clkdlybuf4s50_1	500
buf_6	110
nand2b_1	60
o41a_1	440
o2bb2ai_2	140
a2111oi_2	370
o41ai_1	140
path summary, 6_finish.rpt:
check,cells past startpoint,to,start
hold reg to reg,2,state[1],state[0]
setup / recovery,7,state[0],LED[3]
setup reg to reg,5,state[0],state[3]
hold / removal,2,state[1],state[0]
cell families after synthesis:
logic type / synth area share
AOI/OAI and AO/OA: 0.343
xor gates and xnor gates: 0.0113
buffers and inverters: 0.0709
DFF: 0.103
latches: 0.0773
muxes: 0.0129
other: 0.00483
and+or+nand+nor: 0.377
flip-flops by register name, indices dropped and copies added (netlist names):
signal / flops
S1Reg: 4
state: 4
cell type report:
class / instances / area [um2]
clock buffer: 3 / 41.3
fill: 438 / 3050
inverter: 2 / 7.51
multi-input combinational: 86 / 638
sequential: 8 / 140
tap: 52 / 65.1
timing repair buffer: 46 / 408
power by group through the flow:
stage | registers, mW | clock network, mW | logic (mW)
4_1_cts | 0.196 | 0.154 | 0.333
5_1_grt | 0.209 | 0.159 | 0.387
6_report | 0.197 | 0.152 | 0.350
cell usage in the layout (no fill, tap or decap), types with 2 or more instances in the layout:
cell type	Yosys	layout
a211oi_1	2	2
a21oi_1	7	7
a31oi_1	3	3
buf_4	1	28
buf_6	0	2
clkbuf_8	0	3
clkdlybuf4s50_1	0	10
dfxtp_1	4	4
dlxtn_1	4	4
dlymetal6s2s_1	0	6
inv_1	2	2
nand2_1	6	6
nand2b_1	4	4
nand3_1	4	4
nand4b_1	3	3
nor2_1	6	6
nor2b_1	3	3
nor3_1	3	2
nor3b_1	4	3
nor4_1	2	2
o21ai_0	6	6
o22ai_1	3	3
or3b_4	0	2
metal layers:
metal	vias to the layer above	part of all wire	track usage	routed length, um
met5	-	0	0	0
met4	0	0	0.00884	0
met3	0	0.043	0.00755	105
met2	20	0.51	0.104	1230
met1	429	0.45	0.0788	1100
li1	494	-	-	-
Power and IR drop assume default switching activity.
